===== flow/design.v =====
`timescale 1ns / 1ps
module inverse_r(clk, aci,selection_ir,irout);
input clk;
input [2:0] aci = 3'b000;
input [1:0] selection_ir ;
output signed [16:0] irout; 
reg signed [16:0] ir;
reg signed [16:0] ib00,ib01,ib10,ib11;
always@(posedge clk) begin
case (aci)
 3'b000 : begin
        ib00 <= 17'b0000001_0000000000;  
        ib01 <= 17'b0000000_0000000000;
        ib10 <=  17'b0000000_0000000000;
        ib11 <=  17'b0000001_0000000000;
 end
 3'b001 : begin 
        ib00 <= 17'b0000000_1111011100;
        ib01 <= 17'b1111111_1011110110;
        ib10 <=  17'b0000000_0100001001;
        ib11 <=  17'b0000000_1111011100;
  end
  3'b010 : begin 
        ib00 <= 17'b0000000_1101110110;
        ib01 <= 17'b1111111_1000000000;
        ib10 <=  17'b0000000_1000000000;
        ib11 <=  17'b0000000_1101110110;
  end  
  3'b011 : begin 
        ib00 <= 17'b0000000_1011010011;
        ib01 <= 17'b1111111_0100101100;
        ib10 <=  17'b0000000_1011010011;
        ib11 <=  17'b0000000_1011010011;
  end 
  3'b100 : begin 
        ib00 <= 17'b0000000_1000000000;
        ib01 <= 17'b1111111_0010001001;
        ib10 <=  17'b0000000_1101110110;
        ib11 <=  17'b0000000_1000000000;
  end   
  3'b101 : begin 
        ib00 <= 17'b0000000_0100001001;
        ib01 <= 17'b1111111_0000100011;
        ib10 <=  17'b0000000_1111011100;
        ib11 <=  17'b0000000_0100001001;
  end  
  3'b110 : begin 
        ib00 <= 17'b0000000_0000000000;
        ib01 <= 17'b1111111_0000000000;
        ib10 <=  17'b0000001_0000000000;
        ib11 <=  17'b0000000_0000000000;         
  end
endcase
    case (selection_ir)
        2'b00 : ir<=ib00;
        2'b01 : ir<=ib00;
        2'b10 : ir<=ib00;
        2'b11 : ir<=ib00;
    endcase
end
assign irout=ir;
endmodule

===== flow/run.sh =====
#!/bin/bash
# OpenROAD 26Q1-2900-gdf79404cd8, Yosys 0.63+post, stock flow scripts
make -C /OpenROAD-flow-scripts/flow DESIGN_CONFIG=/design/flow/config.mk WORK_HOME=/design/flow/orfs finish

===== flow/config.mk =====
export PLATFORM = sky130hd
export DESIGN_NAME = inverse_r
export DESIGN_NICKNAME = inverse_r
export VERILOG_FILES = /design/flow/design.v
export SDC_FILE = /design/flow/constraint.sdc
export NUM_CORES = 4
export LEC_CHECK = 1
export CORE_AREA = 10 10 71 71
export DIE_AREA = 0 0 81 81

===== flow/constraint.sdc =====
current_design inverse_r

set clk_period 1.2
set clk_io_pct 0.2

create_clock -name clk0 -period $clk_period [get_ports {clk}]

set non_clock_inputs [all_inputs -no_clocks]
set_input_delay [expr $clk_period * $clk_io_pct] -clock clk0 $non_clock_inputs
set_output_delay [expr $clk_period * $clk_io_pct] -clock clk0 [all_outputs]

==> results.json <==
{
  "routedWlPerCell_um": 7.55,
  "drt_iter0_drc": 26,
  "ys_seq_elements": 20,
  "numCtsBuffers": 3,
  "power_leakage_uw": 0.000396,
  "fin_crit_ns": 1.12,
  "stdcell_area_um2": 897,
  "grt_util_met3_pct": 1.78,
  "track_usage_pct": 2.68,
  "ys_types": 15,
  "cp_data_required_time_ns": 1.21,
  "yosys_cells": 45,
  "p_sw_uw": 226,
  "xor_area_share_pct": 2.66,
  "dr_total_vias": 317,
  "grt_pass1_vias": 330,
  "clock.latency.late_pin_ns": 0.25,
  "dpl-instance-area_um2": 852,
  "netlist_area_um2": 659,
  "cts_sinks": 20,
  "ctsHoldBuffers": 0,
  "use_met2_pct": 3.26,
  "drv_cap": 0,
  "gp_congestion": 0.725,
  "crit_fanout": 7,
  "finalWorstSetupSlack_ns": 0.0801,
  "path_class": "input pin to flop",
  "initCoreUtil_pct": 18.1,
  "power_density_mw_per_mm2": 1520,
  "post-route-drc-count": 0,
  "dieHeight_um": 81,
  "worst_hold_slack_ns": 0.342,
  "coreArea_mm2": 0.00363,
  "grt_max_degree": 12,
  "yosysWarnings": 1,
  "pin_count": 23,
  "dpl.hpwl_um": 709,
  "synthTopLogicFamily": "buffers and inverters",
  "ys_chip_area_um2": 659,
  "drive_above_1_share_pct": 15.4,
  "clockBufferDepth": 2,
  "dpl_worst_slack_ns": -0.195,
  "postRouteAntennaNets": 0,
  "globalRouteOverflowTotal": 0,
  "worstSetupStartpointType": "input pin",
  "hold_viol": 0,
  "seqPwrFrac_pct": 58.5,
  "die_x_um": 81,
  "io_buffer_count": 14,
  "grt_setup_unrepaired": "false",
  "cts_tree": "yes",
  "fin_skew_ns": 0.00483,
  "status": "complete, no violations",
  "ir_drop_mv": 0.354,
  "maxSlewViolCount": 0,
  "min_path_type": "flop to flop",
  "setup_viol": 0,
  "via_per_inst": 2.81,
  "grt_busiest_layer": "met1",
  "die_area_mm2": 0.00656,
  "clkPwrFrac_pct": 34.7,
  "ys_sh_simple_pct": 8.35,
  "met1_usage_pct": 3.57,
  "end_kind": "flop",
  "clk_pin_slew_ns": 0.06,
  "routed_wl_um": 853,
  "ys_seq_share_pct": 75.9,
  "synthAoiAreaFrac_pct": 2.28,
  "timing.fmax_mhz": 893,
  "pwr-share-comb_pct": 6.8,
  "drt_first_pass_iters": 3,
  "num_rows": 22,
  "p_int_uw": 1140,
  "htreeDepth": 1,
  "synthToLayoutAreaGrowth_pct": 36.1,
  "syn_inst": 45,
  "diodes": 0,
  "crit_arrival_ns": 1.13,
  "total_power_uw": 1370,
  "sw_frac_of_total_pct": 16.6,
  "grt_pass1_wl_um": 1480,
  "fa_ha_area_share_pct": 0,
  "warning_count": 27,
  "ys_sh_mux_pct": 0,
  "cts-root-buf": "clkbuf_8",
  "grt_antenna_before_repair": 0,
  "avgSynthCellArea_um2": 14.7,
  "period_used_pct": 93.3
}
-- synth_stat cells --
library cell,count,share of area [%]
nor2b_1,2,1.9
dfxtp_1,10,30
buf_4,7,8.0
o21bai_1,1,1.1
conb_1,1,0.57
nand2b_1,2,1.9
nor2_1,4,2.3
edfxtp_1,10,46
a21boi_1,1,1.1
nand2_1,1,0.57
nand3_1,1,0.76
or3_1,1,0.95
inv_1,1,0.57
xnor2_1,2,2.7
buf_6,1,1.7
-- worst paths after layout --
| check | from | to | slack, ns | cells past startpoint |
|---|---|---|---|---|
| hold reg to reg | ib00[9] | ir[9] | 0.34 | 0 |
| setup reg to reg | ib00[3] | ir[3] | 0.71 | 0 |
| hold / removal | ib00[9] | ir[9] | 0.34 | 0 |
| setup / recovery | aci[0] | ib00[9] | 0.08 | 3 |
-- flip-flops by register name, indices dropped and copies added (netlist names) --
register / cells
ib00: 10
ir: 10
-- area by class of cell --
type / count / area (µm²)
clock buffer: 4 / 55.1
fill: 389 / 2740
inverter: 1 / 3.75
multi-input combinational: 21 / 110
sequential: 20 / 502
tap: 48 / 60.1
timing repair buffer: 19 / 166
-- power groups by stage --
| stage | Combinational, µW | Sequential (µW) | Clock (µW) |
|---|---|---|---|
| 4_1_cts | 97.6 | 800 | 490 |
| 5_1_grt | 107 | 808 | 526 |
| 6_report | 93.4 | 799 | 474 |
-- timing repair --
item / CTS / global route
buffers inserted: 0 / 0
pin swaps: 0 / 0
setup endpoints to repair: 11 / 10
gates resized: 12 / 1
-- per-stage QoR --
| step | TNS (ns) | cells | utilization [%] |
|---|---|---|---|
| 2_1_floorplan | 0 | 50 | - |
| 3_3_place_gp | -2.62 | 109 | 23.5 |
| 3_5_place_dp | -2.82 | 109 | 23.5 |
| 4_1_cts | 0 | 113 | 24.6 |
| 5_1_grt | 0 | 113 | 24.7 |
| 6_report | 0 | 113 | 24.7 |
-- cells in the final DEF (no fill, tap or decap), drive strengths merged --
| cell type | instances |
|---|---|
| nand2 | 1 |
| xnor2 | 2 |
| nand3 | 1 |
| or3 | 1 |
| clkbuf | 4 |
| dfxtp | 10 |
| dlymetal6s2s | 1 |
| nor2 | 4 |
| buf | 5 |
| o21bai | 1 |
| conb | 6 |
| edfxtp | 10 |
| dlygate4sd2 | 11 |
| a21boi | 1 |
| nor2b | 2 |
| inv | 1 |
| nand2b | 2 |
| clkdlybuf4s50 | 2 |
-- per-layer routing --
layer  vias to the layer above  routed length (µm)  share of wire, %
met5                         -                   0                 0
li1                        172                   -                 -
met1                       127                 316                37
met3                         2                 178                21
met4                         0                  31               3.6
met2                        16                 326                38
-- logic make-up (layout without fill, tap and decap cells) --
kind of cell    after synthesis  count (layout)
simple gates                 11              11
compound gates                2               2
buf+inv                       9              24
xor+xnor                      2               2
flops                        20              20
other cells                   1               6
-- critical path, cell delays in order --
cell and delay, ns:
clkdlybuf4s50_1 0.58, nand3_1 0.13, buf_4 0.18
Power figures rest on the tool's default switching activity, not on a simulated workload.
